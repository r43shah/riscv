File: design/flow/run.sh
#!/bin/bash
# OpenROAD 26Q1-2900-gdf79404cd8, Yosys 0.63+post, stock flow scripts
make -C /OpenROAD-flow-scripts/flow DESIGN_CONFIG=/design/flow/config.mk WORK_HOME=/design/flow/orfs finish
File: design/flow/config.mk
export PLATFORM = sky130hd
export DESIGN_NAME = register_file
export DESIGN_NICKNAME = register_file
export VERILOG_FILES = /design/flow/design.v
export SDC_FILE = /design/flow/constraint.sdc
export NUM_CORES = 4
export LEC_CHECK = 1
export CORE_UTILIZATION = 30
File: design/flow/constraint.sdc
current_design register_file

set clk_period 5.1
set clk_io_pct 0.2

create_clock -name clk0 -period $clk_period [get_ports {clk}]

set non_clock_inputs [all_inputs -no_clocks]
set_input_delay [expr $clk_period * $clk_io_pct] -clock clk0 $non_clock_inputs
set_output_delay [expr $clk_period * $clk_io_pct] -clock clk0 [all_outputs]
File: design/flow/design.v
module register_file(
    input clk,
    input [4:0] read_reg_1,
    input [4:0] read_reg_2,
    input [5:0] write_reg,
    input [31:0] write_data,
    output [31:0] read_data_1,
    output [31:0] read_data_2,
    input regwrite
);
    reg [31:0] reg_file [31:0];
    assign read_data_1 = reg_file[read_reg_1];
    assign read_data_2 = reg_file[read_reg_2];
    always @(posedge clk) begin
        if (regwrite) begin
            reg_file[write_reg] = write_data;
        end
        else;
    end
endmodule
==> flow_metrics.tcl <==
# place-and-route summary
set metrics [dict create \
    drv_slew 0 \
    numPlacedInstances 5607 \
    hpwlAfterDp_um 87650 \
    outcome "complete, no violations" \
    ys_warn_count 1 \
    clkSinkCount 1024 \
    vias_per_cell 5.333 \
    layout_setup_ws_ns 0.2384 \
    clockBufferDepth 3 \
    fin_crit_sh 0.9533 \
    routed_wl_um 152700 \
    wl_met1_um 54250 \
    hold_end "reg_file[26][18]" \
    drtIter0Drc 1819 \
    final_cells 5793 \
    critPathLaunchType "primary input" \
    grt_pass1_vias 32020 \
    cts_setup_buffers 0 \
    numCtsBuffers 100 \
    ios 114 \
    hold_path.startpoint "write_data[18]" \
    die_area_um2 164200 \
    synthTopCellsByArea "edfxtp_1, mux2i_1, a22oi_1" \
    finalSetupTns_ns 0 \
    overflow 0 \
    powerDensity_nw_per_um2 325.8 \
    die_h_um 405.3 \
    postRouteAntennaNets 0 \
    critical_path_class "in -> out" \
    synth-area-yosys_um2 48790 \
    tool_warnings 27 \
    antenna_found_initial 9 \
    placeableCoreArea_um2 160900 \
    required_ns 4.08 \
    fin_util 0.3551 \
    ys.flop_type "edfxtp_1" \
    port_buffers 112 \
    synth_top_area_share 0.6303 \
    clk_pin_slew_worst_paths_ns 0.06 \
    route.detailed.drc 0 \
    design_area_um2 57150 \
    async_flop_share 0 \
    wire_per_inst_um 26.35 \
    worst_pin_slew_ns 0.8620 \
    place_area_um2 53890 \
    critPathLaunch "read_reg_1[2]" \
    min_period_ns 4.862 \
    cts_tree "built" \
    fmax_mhz 205.7 \
    grt_use_total 0.1951 \
    yosys.stat.seqShare 0.6303 \
    edf_count 1024 \
    drive_gt1_frac 0.1102 \
    leakagePower_nw 20.69 \
    synth_area_um2 48790 \
    cts-root-buf "clkbuf_16" \
    rsz0062_at_grt "no" \
    setup_viol 0 \
    fp-utilization 0.3032 \
    vdd_ir_drop_max_v 0.0003093 \
    rows 147 \
    first_pass_iters 5 \
    grt_max_degree 73 \
    p_total_mw 18.62 \
    postCtsHoldBufs 0 \
    maxSlewHeadroom 0.4253 \
    cp-end-kind "output port" \
    yosys_cells 3386 \
    yosysUniqueCellTypes 23 \
    dr_wl_met2_um 71540 \
    topRoutingLayerUsed "met5" \
    largest_reg_flops 1024 \
    whs_path_depth 2 \
    dp_slack_ns 0.2961 \
    hold_class "in -> reg" \
    avgSynthCellArea_um2 14.41 \
    grt_pass1_wl_um 218300 \
    vias 30890 \
    cts_resized 0 \
    area_growth_pct 17.15 \
    yosys.area.top_type "edfxtp_1" \
    hold_viol 0 \
    htreeDepth 3 \
    cp_max_fo 22 \
    met3_length_um 21590 \
    crit_arrival_ns 3.84 \
    synth_flops 1024 \
    die_w_um 405.3 \
    syn_inst 3386 \
    hold_ws_ns 1.118 \
    gp_congestion 0.8704 \
    layout_top_cells "mux2i_1, edfxtp_1, nand3_1" \
    drv_cap 0 \
]
[report_power, final]
part / internal, mW / switching [mW] / total [mW]
logic: 0.733 / 1.10 / 1.83
registers: 9.36 / 0.0392 / 9.40
clock network: 4.17 / 3.22 / 7.39
[logic make-up after synthesis]
| family | synth area share |
|---|---|
| multiplexers | 0.2101 |
| AND-OR/OR-AND | 0.08042 |
| flip-flops | 0.6303 |
| buffers and inverters | 0.03211 |
| AND/OR/NAND/NOR | 0.04714 |
[per-layer routing]
| metal | track usage | vias to the layer above |
|---|---|---|
| met4 | 0.05250 | 16 |
| li1 | - | 13730 |
| met5 | 0.003568 | - |
| met2 | 0.3003 | 1626 |
| met1 | 0.2325 | 15250 |
| met3 | 0.1189 | 265 |
[Yosys cell counts, types with 3 or more instances]
cell type     n
a21oi_1     192
a22o_1      128
a22oi_1     192
a31oi_1      64
buf_2        70
buf_4        47
buf_6        45
clkbuf_1     86
clkbuf_4      4
edfxtp_1   1024
mux2i_1    1024
nand2_1     195
nand2b_1      4
nand3_1     194
nand3b_1      5
nor2_1       35
nor2b_1       4
nor3_1       64
or3b_2        3
[worst max-delay path by stage]
stage / end / slack, ns / cells past startpoint
after CTS: read_data_1[31] / 0.28 / 10
after global routing: read_data_1[31] / 0.14 / 10
final: read_data_1[31] / 0.24 / 10
[cell type report]
type                    instances  area (um2)
diodes                          2       5.005
clock buffers                 123        2653
clock inverters                61       605.6
fillers                     15010      103800
multi-input cells            2109       16780
flip-flops and latches       1024       30750
well taps                    2160        2703
repair buffers                314        3661
[worst max-delay path, cell delays in order]
cell and delay [ns]:
clkdlybuf4s50_1 0.65, nor2b_4 0.27, buf_12 0.21, buf_4 0.28, buf_4 0.23, a22o_1 0.15, nor3_1 0.05, a31oi_1 0.29
nand3_1 0.22, clkdlybuf4s50_1 0.46
