`flow/design.v`:
```
module branch_target_address_adder(
    input [31:0] immediate,
    input [31:0] pc,
    output [31:0] branch_target_address
);
    assign branch_target_address = pc + (immediate << 1);
endmodule
```
`flow/run.sh`:
```
#!/bin/bash
# OpenROAD 26Q1-2900-gdf79404cd8, Yosys 0.63+post, stock flow scripts
make -C /OpenROAD-flow-scripts/flow DESIGN_CONFIG=/design/flow/config.mk WORK_HOME=/design/flow/orfs finish
```
`flow/config.mk`:
```
export PLATFORM = sky130hd
export DESIGN_NAME = branch_target_address_adder
export DESIGN_NICKNAME = branch_target_address_adder
export VERILOG_FILES = /design/flow/design.v
export SDC_FILE = /design/flow/constraint.sdc
export NUM_CORES = 4
export LEC_CHECK = 1
export CORE_AREA = 10 10 93 93
export DIE_AREA = 0 0 103 103
```
`flow/constraint.sdc`:
```
current_design branch_target_address_adder

set clk_period 14.2
set clk_io_pct 0.2

create_clock -name clk0 -period $clk_period

set non_clock_inputs [all_inputs -no_clocks]
set_input_delay [expr $clk_period * $clk_io_pct] -clock clk0 $non_clock_inputs
set_output_delay [expr $clk_period * $clk_io_pct] -clock clk0 [all_outputs]
```
==> results.ini <==
[detailed_routing]
dr_total_vias=2318
first_iter_violations=150
ant_nets=0
drc=0
firstDrtPassIters=4
wl_per_cell_um=14.99
via_per_inst=5.304
wirelength_mm=6.551
antenna_cells=0

[grt]
grt_pass1_wl_mm=10.48
grt_max_degree=12
grt_use_total_pct=11.87
first_global_vias=2265
overflow=0
antenna_found_initial=0

[synth]
yosysTopAreaCell=ha_1
aoi_share_pct=35.49
synth-warning-count=0
ys_area_um2=1876
top_logic_kind=AND-OR/OR-AND gates
yosys_cells=277
ys_types=60
synth.yosys.seq_area_share_pct=0
xor_share_pct=11.21
synth_area_um2=1876
adder_share_pct=21.08
top_area_share_pct=20.01
synth_area_per_cell_um2=6.771
synthTopCellsByArea=ha_1, a21oi_1, xnor2_1
simple_gate_share_pct=27.55
synthMuxAreaShare_pct=0
synth_cells=277

[finish]
flops=0
layout-drive-gt1-share_pct=3.361
areaGrowthSynthToFinish_pct=51.50
n_clock_buffer=0
regArea_um2=0

[critical_path]
path_buffers=2
crit_type=input pin to output pin
critPathTopFamily=buffers and inverters
end_kind=output pin
critPathMaxFanout=3
slowest_delay_ns=0.47
start_kind=input pin
worstPathArrival_ns=5.74
cp_common_cell=clkdlybuf4s50_1
crit_chain=clkdlybuf4s50_1 > ha_1 > fa_1 > a21o_2 > a31oi_2 > nor2_1 > o21a_1 > or4_1 > nand3_1 > clkdlybuf4s50_1
crit_path_top_delay_cell=or4_1
cp.required_ns=11.36

[floorplan]
die_y_um=103
core_region_area_um2=6756
boundaryPins=96
num_rows=30
die_x_um=103
fp-utilization_pct=27.76
die-area_um2=10610

[hold_path]
worst_hold_path.num_cells=0
min_to=branch_target_address[0]
hold_path_startpoint=pc[0]
hp-class=input pin to output pin

[clock_network]
post_cts.repair.setup_buffers=0
holdBufCountCts=0
post_cts_resized=0

[power_and_ir_drop]
leakage_uw=0.001109
power.total_uw=137.8
ir_drop_uv=14.97
power_density_nw_per_um2=48.51

[place]
gp_congestion=0.9063
dp_hpwl_mm=5.824
io_buffers=93

[sta]
slew_viol_final=0
slew-limit-headroom_pct=58.51
finalClockPeriodUsage_pct=60.44
final_hold_viol_count=0
worst_hold_slack_ns=5.680
tightest_slew_ns=0.6144
fmax_mhz=116.5
setup_viol=0
rsz0062_at_grt=no
setup_tns_ns=0
min_period_ns=8.582

[flow_run]
drv_cap=0
openroad.warnings=33

[status]
status=complete, no violations

-- worst max-delay path by stage --
stage             from                         to  slack [ns]  cells after the start
6_report  immediate[0]  branch_target_address[11]        5.62                     10
5_1_grt   immediate[0]  branch_target_address[29]        5.48                     10
4_1_cts   immediate[0]  branch_target_address[11]        5.60                     10
-- layout by cell type (no fill, tap or decap), types with 9 or more instances in the layout --
| master | netlist | routed |
|---|---|---|
| a21oi_1 | 32 | 32 |
| clkdlybuf4s50_1 | 0 | 93 |
| ha_1 | 30 | 30 |
| nand2_1 | 29 | 29 |
| nand3_1 | 12 | 12 |
| nor2_1 | 27 | 27 |
| nor3_1 | 9 | 9 |
| o21ai_0 | 17 | 17 |
| xnor2_1 | 17 | 17 |
-- cell type report --
type | instances | area, um^2
fill | 703 | 3915
inverter | 6 | 22.52
multi-input combinational | 258 | 1788
tap | 80 | 100.1
timing repair buffer | 93 | 930.9
-- cell usage after synthesis, types with 2 or more instances --
| cell type | n |
|---|---|
| ha_1 | 30 |
| o211ai_1 | 2 |
| nor2b_1 | 3 |
| and4_1 | 2 |
| and3_1 | 2 |
| a21o_2 | 2 |
| clkbuf_1 | 9 |
| o41ai_1 | 2 |
| inv_1 | 6 |
| a211oi_1 | 4 |
| o2111ai_1 | 2 |
| nor3_1 | 9 |
| nor2_1 | 27 |
| nand2_1 | 29 |
| buf_4 | 2 |
| nand3_1 | 12 |
| or4_1 | 2 |
| nand4_1 | 6 |
| xor2_1 | 7 |
| a21o_1 | 7 |
| o21ai_0 | 17 |
| a31oi_1 | 5 |
| xnor2_1 | 17 |
| a31o_1 | 2 |
| nor4_1 | 3 |
| a21oi_1 | 32 |
| o21bai_1 | 2 |
| o21a_1 | 2 |
-- routing by layer --
layer	GRT usage [%]	part of all wire (%)
met1	15.56	43
met2	20.77	49
met3	2.234	8.0
met4	0.3209	0
met5	0	0
-- stage by stage --
step,util [%],cells,area (um^2),setup WS (ns)
after floorplan,-,277,1876,6.708
after CTS,42.06,437,2841,5.600
after detailed placement,42.06,437,2841,5.608
final,42.06,437,2841,5.618
after global placement,42.06,437,2841,5.622
after global routing,42.06,437,2841,5.478
-- power breakdown --
group	switching [uW]	leakage, uW	total, uW	internal [uW]
registers	0	0	0	0
clock network	0	0	0	0
logic	57.8	0.00111	138	80.0
total	57.8	0.00111	138	80.0
-- kinds of logic (layout without fill, tap and decap cells) --
kind of cell,Yosys count,in the layout
buffers and inverters,19,99
adder cells (fa/ha/maj),31,31
AND/OR/NAND/NOR,104,104
AND-OR/OR-AND,99,99
XOR/XNOR,24,24
No activity file was given, so power comes from the tool's default toggle rates.
