--- /design/flow/run.sh ---
#!/bin/bash
# OpenROAD 26Q1-2900-gdf79404cd8, Yosys 0.63+post, stock flow scripts
make -C /OpenROAD-flow-scripts/flow DESIGN_CONFIG=/design/flow/config.mk WORK_HOME=/design/flow/orfs finish
--- /design/flow/config.mk ---
export PLATFORM = sky130hd
export DESIGN_NAME = alu_source_mux
export DESIGN_NICKNAME = alu_source_mux
export VERILOG_FILES = /design/flow/design.v
export SDC_FILE = /design/flow/constraint.sdc
export NUM_CORES = 4
export LEC_CHECK = 1
export CORE_AREA = 10 10 71 71
export DIE_AREA = 0 0 81 81
--- /design/flow/constraint.sdc ---
current_design alu_source_mux

set clk_period 1.0
set clk_io_pct 0.2

create_clock -name clk0 -period $clk_period

set non_clock_inputs [all_inputs -no_clocks]
set_input_delay [expr $clk_period * $clk_io_pct] -clock clk0 $non_clock_inputs
set_output_delay [expr $clk_period * $clk_io_pct] -clock clk0 [all_outputs]
--- /design/flow/design.v ---
module alu_source_mux(
    input [31:0] read_data_2,
    input [31:0] immediate,
    input alusrc,
    output reg [32:0] alu_operand
);
    always@(*) begin
        if (alusrc) begin
            alu_operand = immediate;
        end
        else begin 
            alu_operand = read_data_2;
        end
    end
endmodule
==> flow.log <==
[flow] final metrics
[metrics] run status: finished, violations left
[metrics] failing checks: negative setup slack
[metrics] Crit. End Element: output pin
[metrics] max-capacitance violation count: 0
[metrics] fraction of layout instances using a drive strength above 1: 0.515
[metrics] RSZ-0062 raised after global routing: yes
[metrics] VDD IR max: about 0.14 mV
[metrics] highest-count cells in the layout ignoring fill and taps: 64 x sky130_fd_sc_hd__dlygate4sd2_1, 32 x sky130_fd_sc_hd__mux2_4, 20 x sky130_fd_sc_hd__buf_6
[metrics] Detail Route Antenna Nets: 0
[metrics] PwrDens: about 380 nW/um^2
[metrics] RePlAce Congestion: between 0.8 and 0.9
[metrics] maximum fanout along the worst path: 7
[metrics] Cell Int Power: approximately 0.44 mW
[metrics] TritonRoute pass-1 iters: 2
[metrics] clock buf count: 0
[metrics] Worst Hold Slack: ~0.8 ns
[metrics] post-synthesis sequential area ratio: 0
[metrics] sequential group share of total power: 0
[metrics] final-report setup violation count: 32
[metrics] period utilisation layout: 1.16
[metrics] Synth Cell Area: approximately 560 sq um
[metrics] core utilization before placement: 0.153
[metrics] Gate power share: 1.000
[metrics] residual overflow from global routing: 0
[metrics] worst path arrival time: between 0.9 and 1 ns
[metrics] Commonest Layout Cell: sky130_fd_sc_hd__dlygate4sd2_1
[metrics] layout overhead on the synthesized area: 167%
[metrics] count of inserted antenna diode cells: 0
[metrics] post-synthesis share of cell area spent on and-or and or-and gates: 0
[metrics] area post-placement: about 1500 sq um
[metrics] I/O Pins: 98
[metrics] portion of netlist area occupied by mux cells: 0.851
[metrics] initial antenna violation count: 0
[metrics] Worst setup SP type: input port
[metrics] Vias/cell: around 3.7
[metrics] count of sequential standard cells: 0
[metrics] vias in the first global route: 657
[metrics] Yosys Chip Area: about 560 sq um
[metrics] Net Sw Frac: 0.221
[metrics] post-layout instance area: roughly 1500 sq um
[metrics] Distinct cells, synth: 6
[metrics] main logic family after synthesis: multiplexers
[metrics] mean instance size in the synthesized netlist: 14.6 sq um
[metrics] met1 demand-to-capacity share in global routing: 0.0850
[metrics] pins over their slew limit: 0
[metrics] routing usage on met3: 0.0401
[metrics] final cell utilization of the core: 0.408
[metrics] FF/Latch Area: 0 sq um
[metrics] shortest period the worst path allows: about 1.2 ns
[metrics] PnR worst setup slack: -0.159 ns
[metrics] detailed-route wire length: between 2000 and 3000 um
[metrics] share of power burned in the clock network: 0
[metrics] port buffer count: 97
[metrics] number of non-filler instances in the completed layout: roughly 180
[metrics] number of warning messages in the logs: 34
[metrics] leakage power total: ~0.8 nW
[metrics] worst hold-check path type: in -> out
[metrics] wire length of the first global-routing pass: around 3600 um
[metrics] placeable core region: between 3000 and 4000 sq um
[metrics] total track usage: 0.0681
[metrics] GR Util met2: 0.106
[metrics] # rows: 22
[metrics] CP Data Required Time: about 0.8 ns
[metrics] cell total in the yosys stat output: 38
[metrics] HP Start: immediate[9]
[metrics] Die Footprint: ~6600 sq um
[metrics] layer carrying the most global-route usage: met2
[metrics] Simple Share, Synth: 0
[metrics] Hold Violations, Final: 0
[metrics] chip width: just over 80 um
[metrics] total chip power: between 0.5 and 0.6 mW
[metrics] number of warnings printed during yosys synthesis: 1
[metrics] detailed router's first-iteration violation count: 6
[metrics] count of mapped cells out of synthesis: 38
[metrics] post-synthesis share of cell area spent on full adders, half adders and majority gates: 0
[metrics] Inst Count DP: 180
[metrics] Crit. Startpoint: alusrc
[metrics] Die Y: slightly above 80 um
[metrics] drt wl/cell: roughly 15 um
[metrics] largest net degree at the start of global routing: 18
[metrics] Switching Power: 0.125 mW
[metrics] routed via count: 673
[metrics] maximum clock frequency: between 0.8 and 0.9 GHz
[metrics] XOR/XNOR Fraction of Synth Area: 0
[metrics] WS Path Type: in -> out
[metrics] post-detailed-route DRC marker count: 0
[metrics] cts hold-fix bufs: 0
[cells by family (layout without fill, tap and decap cells)]
| logic type | after synthesis | after routing |
|---|---|---|
| multiplexers | 32 | 32 |
| other | 1 | 1 |
| buffers and inverters | 5 | 101 |
[cell usage after synthesis (all sizes together)]
cell  number  area share
conb       1      0.0068
buf        5        0.14
mux2      32        0.85
[worst max-delay path: stages]
cell                     delay (ns)
sky130_fd_sc_hd__buf_12        0.11
sky130_fd_sc_hd__buf_16        0.14
sky130_fd_sc_hd__buf_6         0.11
sky130_fd_sc_hd__mux2_4        0.29
sky130_fd_sc_hd__buf_6         0.11
[power groups by stage]
stage     Clock, mW  Combinational [mW]  Sequential (mW)
4_1_cts           0               0.555                0
5_1_grt           0               0.611                0
6_report          0               0.566                0
[metrics by stage]
stage / worst slack (ns) / setup TNS (ns)
after CTS: -0.165 / -2.72
after detailed placement: -0.491 / -15.32
after global routing: -0.183 / -3.20
final: -0.159 / -2.48
after floorplan: 0.0669 / 0
after global placement: -0.500 / -15.25
[per-layer routing]
| metal | vias up | routed length, um |
|---|---|---|
| met4 | 0 | 0 |
| met3 | 0 | 399 |
| li1 | 333 | - |
| met1 | 292 | 992 |
| met5 | - | 0 |
| met2 | 48 | 1270 |
[cell type report]
cell class	instances	area (sq um)
fillers	372	2150
repair buffers	101	938
multi-input cells	33	484
well taps	48	60.1
[path summary, 6_finish.rpt]
kind / to / slack (ns) / cells after the start
max: alu_operand[4] / -0.16 / 5
min: alu_operand[9] / 0.79 / 3
[repair_timing]
| item | 4_1_cts | 5_1_grt |
|---|---|---|
| resized | 181 | 6 |
| pin swaps | 0 | 0 |
| gates cloned | 1 | 0 |
| buffers inserted | 1 | 0 |
| endpoints found under the setup margin | 32 | 32 |
Power figures rest on the tool's default switching activity, not on a simulated workload.
